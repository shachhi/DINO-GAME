==> /design/flow/design.v <==
module collision_checker(
    input clk,
    input reset,
    input [7:0] obstacle_line,
    input dino_row,
    output reg collision
);
    always @(posedge clk or posedge reset) begin
        if (reset)
            collision <= 0;
        else
            collision <= (dino_row == 0) && (obstacle_line[7] == 1'b1);
    end
endmodule
module dino_game_top(
    input clk,
    input reset,
    input jmp,
    output [15:0] grid_out,
    output game_over
); 
    wire [15:0] dino_grid;
    wire [7:0] obstacle_line;
    wire collision;
    dino_mov dino (
        .clk(clk),
        .reset(reset||collsion),
        .jump_button(jmp),
        .grid(dino_grid)
    );
    obstacle_generator u_obstcl (
        .clk(clk),
        .reset(reset||collision),
        .ledLine(obstacle_line)
    );
    wire dino_row;
    assign dino_row=dino_grid[15];
    collision_checker col (
        .clk(clk),
        .reset(reset),
        .obstacle_line(obstacle_line),
        .dino_row(dino_row),
        .collision(collision)
    );
    assign game_over = collision;
   assign grid_out[15:8] = dino_grid[15:8];
   assign grid_out[7:0]  = dino_grid[7:0] | obstacle_line;
endmodule
module dino_mov(
    input clk,
    input reset,
    input jump_button,
    output reg [15:0] grid  
);
reg [2:0] col;
reg row;
reg [1:0]jump_counter;
always @(posedge clk or posedge reset) begin 
    if (reset) begin
    row<=0;
    jump_counter=0;
    end
    else begin
            if (jump_button && row == 0) begin
                row <= 1;
                jump_counter <= 2;  
            end 
            else if (jump_counter!=0)begin
                jump_counter <= jump_counter - 1;
                if (jump_counter == 1)
                    row <= 0;  
            end
    end
end
always @(*) begin
        grid = 16'b0;   
        if (row == 0)
            grid[7] = 1'b1;        
        else
            grid[15] = 1'b1;        
    end
endmodule
module obstacle_generator(input clk,input reset,output [7:0]ledLine);
   wire randomNo;
   reg bitstream=0;
   lfsr_random_bit randomGenerator(clk,randomNo);
   shift_register_line LINE(bitstream,1'b1,clk,ledLine);
   parameter LAST_ZERO=3'b100;
   parameter FIRST_ONE=3'b000;
   parameter SECOND_ONE=3'b001;
   parameter FIRST_ZERO=3'b010;
   parameter SECOND_ZERO=3'b011;
   reg [2:0] state= LAST_ZERO;
   always @(posedge clk) begin
    if (reset) state<=LAST_ZERO;
    else if ((state==LAST_ZERO) && randomNo) state<=FIRST_ONE;
    else if ((state==LAST_ZERO) && ~randomNo) state<=SECOND_ONE;
    else state<=state+1;
   end
   always @(posedge clk) bitstream<=~(state[2]|state[1]);
endmodule
module lfsr_random_bit(input clk, output randomBit);
   reg[7:0] lfsr;
   initial lfsr=8'b1; 
   always @(posedge clk)begin
    lfsr<={lfsr[6:0],lfsr[7]^lfsr[5]^lfsr[4]^lfsr[3]};
   end
   assign randomBit=lfsr[0];
endmodule
module shift_register_line(input in, input on, input clk,output reg [7:0] ledLine);
   initial ledLine=8'b0;
   always @(posedge clk)begin
    if (on) ledLine<={ledLine[6:0],in}; 
   end
endmodule
==> /design/flow/run.sh <==
#!/bin/bash
# OpenROAD 26Q1-2900-gdf79404cd8, Yosys 0.63+post, stock flow scripts
make -C /OpenROAD-flow-scripts/flow DESIGN_CONFIG=/design/flow/config.mk WORK_HOME=/design/flow/orfs finish
==> /design/flow/config.mk <==
export PLATFORM = sky130hd
export DESIGN_NAME = dino_game_top
export DESIGN_NICKNAME = dino_game_top
export VERILOG_FILES = /design/flow/design.v
export SDC_FILE = /design/flow/constraint.sdc
export NUM_CORES = 4
export LEC_CHECK = 1
export CORE_AREA = 10 10 82 82
export DIE_AREA = 0 0 92 92
==> /design/flow/constraint.sdc <==
current_design dino_game_top

set clk_period 1.8
set clk_io_pct 0.2

create_clock -name clk0 -period $clk_period [get_ports {clk}]

set non_clock_inputs [all_inputs -no_clocks]
set_input_delay [expr $clk_period * $clk_io_pct] -clock clk0 $non_clock_inputs
set_output_delay [expr $clk_period * $clk_io_pct] -clock clk0 [all_outputs]
==> impl_metrics.ini <==
; implementation run metrics
[detailed_routing]
final_antenna_net_count = 0
finalWirelength_um = 1020
num_antenna_cells = 0
via_count = 310
wl_per_cell_um = 7.86
first_iter_violations = 22
firstDrtPassIters = 2
drc = 0
routed_via_density = 2.38

[synthesis]
yosysSeqAreaShare_pct = 61.9
yosys_cells = 56
avgSynthCellArea_um2 = 12.3
ys_chip_area_um2 = 687
syn_area_um2 = 687
synth_cell_types = 15
ys.flops = 21
ys_warn_count = 7
synthCells = 56

[power_and_ir_drop]
power.density_mw_per_mm2 = 1220
finalPower_mw = 0.993
leakage_nw = 0.330
vdd_drop_max_uv = 725

[worst_setup_path]
crit_path_end_kind = output pin
arrival_ns = 1.18
ff2ff_path_depth = 4
timing.rr.start = u_obstcl.state[0]
required_ns = 1.44
crit_fanout = 3
slowest_delay_ns = 0.52
cp-start-kind = flop
worstSetupPathType = flop to output pin
crit_buf_inv = 1
path_cells = clkdlybuf4s50_1
crit_cells = 1
startpoint = col.collision
cpMaxStageDelayCell = clkdlybuf4s50_1
critical-path-top-delay-family = buffers and inverters

[grt]
grt_first_pass_wirelength_um = 1610
grt_pass1_vias = 335
grtUsageTotal_pct = 2.41
grt_max_degree = 12
grt_antenna_before_repair = 0
grt-ovfl-total = 0

[clock_tree]
cts_buffer_depth = 2
cts.clk_slew.worst_paths_ns = 0.07
post_cts_buffers = 0
cts_sinks = 21
holdBufCountCts = 0
clk_latency_ns = 0.25
htree_num_levels = 1
cts_root_buffer = clkbuf_8
cts_resized = 0
cts_tree = yes
cts_buffers = 3

[sta]
slew_viol_final = 0
final.min_clock_period_ns = 1.54
fin_crit_sh_pct = 85.6
setup_viol = 0
hold_viol = 0
setup_slack_ns = 0.259
fmax_ghz = 0.649
skew_ns = 0.00611
final.setup.tns_ns = 0
rsz0062_at_grt = no

[run_status]
outcome = finished, final reports clean

[hold_path]
whs_path_depth = 0
min_from = u_obstcl.randomGenerator.lfsr[6]
hold_class = flop to flop

[flow_run]
drv_cap = 0
warnings = 27

[die]
fp_util_pct = 13.5
die_width_um = 92
io_pins = 20
die_h_um = 92
dieArea_mm2 = 0.00846
coreArea_mm2 = 0.00507
rows = 26

[placement]
portBuffers = 9
post-dp-hpwl_um = 757
post-place-ws_ns = 0.499
placed_cells = 126
place.gp.congestion = 0.595

[cells_and_area]
finalNonFillerCells = 130
final_util_pct = 16.1
area_growth_pct = 18.8
lay_top_count = dfxtp_1
layout.cells.most_common_list = 20 x dfxtp_1, 9 x conb_1, 9 x clkdlybuf4s50_1
drive_above_1_share_pct = 6.67
==> area by class of cell <==
class | instances | area (um^2)
Multi-Input combinational cell | 23 | 156
Tap cell | 70 | 87.6
Inverter | 3 | 11.3
Timing Repair Buffer | 9 | 90.1
Fill cell | 585 | 4260
Sequential cell | 21 | 425
Clock buffer | 4 | 45.0
==> synthesized netlist by cell type <==
| master | instances | area (um^2) |
|---|---|---|
| or3b_1 | 1 | 8.76 |
| dfxtp_1 | 20 | 400 |
| nand2b_1 | 1 | 6.26 |
| xnor2_1 | 2 | 17.5 |
| nand3_1 | 1 | 5.00 |
| a2111oi_4 | 1 | 27.5 |
| buf_4 | 16 | 120 |
| and3_1 | 2 | 12.5 |
| inv_1 | 3 | 11.3 |
| nor2_1 | 2 | 7.51 |
| xor2_1 | 1 | 8.76 |
| conb_1 | 2 | 7.51 |
| ha_1 | 2 | 25.0 |
| nand2_1 | 1 | 3.75 |
| dfrtp_1 | 1 | 25.0 |
==> worst paths after layout <==
check | slack, ns | end
setup / recovery | 0.26 | game_over
hold / removal | 0.32 | u_obstcl.randomGenerator.lfsr[7]
setup reg to reg | 0.49 | u_obstcl.state[0]
hold reg to reg | 0.32 | u_obstcl.randomGenerator.lfsr[7]
max in group asynchronous | 1.35 | col.collision
min in group asynchronous | 0.35 | col.collision
==> metrics by stage <==
stage               hold WS, ns  area [um^2]
global placement          0.315          771
floorplan                0.0887          713
detailed placement        0.312          771
global route              0.339          816
finish                    0.321          816
CTS                       0.324          816
==> report_power, final <==
part	leakage (nW)	switching (mW)	internal (mW)	total, mW
Clock	0.0228	0.132	0.157	0.289
Sequential	0.177	0.0424	0.532	0.575
Combinational	0.130	0.0352	0.0945	0.130
Total	0.330	0.209	0.784	0.993
==> kinds of logic after synthesis <==
group	synth area share (%)
flops	61.9
other cells	1.09
fa+ha+maj	3.64
simple gates	6.37
xor+xnor	3.83
buf+inv	19.1
compound gates	4.01
==> routing by layer <==
metal | vias to the layer above | global-route usage, % | wire length, um
met3 | 0 | 1.81 | 115
li1 | 155 | - | -
met5 | - | 0 | 0
met4 | 0 | 0.129 | 0
met2 | 16 | 2.94 | 371
met1 | 139 | 3.42 | 535
==> registers in the layout, indices dropped and copies added (netlist names) <==
register	count
col.collision	1
u_obstcl.bitstream	1
u_obstcl.state	3
u_obstcl.randomGenerator.lfsr	8
u_obstcl.LINE.ledLine	8
Power figures rest on the tool's default switching activity, not on a simulated workload.
